--- design/flow/config.mk ---
export PLATFORM = sky130hd
export DESIGN_NAME = FIFO
export DESIGN_NICKNAME = FIFO
export VERILOG_FILES = /design/flow/design.v
export SDC_FILE = /design/flow/constraint.sdc
export NUM_CORES = 4
export LEC_CHECK = 1
export CORE_UTILIZATION = 50
--- design/flow/constraint.sdc ---
current_design FIFO

set clk_period 2.6
set clk_io_pct 0.2

create_clock -name clk0 -period $clk_period [get_ports {clk}]

set non_clock_inputs [all_inputs -no_clocks]
set_input_delay [expr $clk_period * $clk_io_pct] -clock clk0 $non_clock_inputs
set_output_delay [expr $clk_period * $clk_io_pct] -clock clk0 [all_outputs]
--- design/flow/design.v ---
module FIFO 
	#(parameter int wL = 8,
	  parameter int d = 8 ) 
   (input logic [wL-1:0] data_push,
	output logic [wL-1:0] data_pop,
	input logic push,  
	input logic pop,  
	output logic full,
	output logic almost_full,  
	output logic empty,
	output logic almost_empty,  
	input logic rst,
	input logic clk
	);
	parameter addL = $clog2(d);  
	logic [wL-1:0]  mem[d-1:0];
	logic [addL-1:0] wrtPtr, wrtPtr_next;
	logic [addL-1:0] rdPtr, rdPtr_next;	 
	logic [addL:0] cnt;
	logic full_next, empty_next, almost_full_next, almost_empty_next;
	assign data_pop = mem[rdPtr];
	assign full_next = (cnt == wL)? 1 : 0;
	assign empty_next = ((cnt == 0) && (rdPtr == wrtPtr)) ? 1: 0;
	assign almost_full_next = (cnt == wL-1)? 1 : 0;					  
	assign almost_empty_next = (cnt == 1) ? 1: 0;
	always_ff @(posedge clk) begin
		if (~rst) begin
			wrtPtr <= 0;
			for (int i=0;i<wL;i=i+1) begin
				mem[i] <= 0;
			end
		end
		else begin	  
			if (push && ~full_next) begin
				mem[wrtPtr] <= data_push;
     			wrtPtr <= wrtPtr_next;
			end else if (push && pop && ~full_next) begin
				mem[wrtPtr] <= data_push;
     			wrtPtr <= wrtPtr_next;
			end
		end
		end
		always_ff @(posedge clk) begin
				if (~rst) begin
					rdPtr <= 0;
				end
		else begin 	
				if (pop && ~empty_next) begin
				 	rdPtr <= rdPtr_next;
				end else if (push && pop && ~empty_next) begin
					rdPtr <= rdPtr_next;
				end
			end
		end
	always @( posedge clk ) begin
  		if( ~rst ) 
    		cnt <= 0;
  		else begin
    		case ({push,pop})
      			2'b00 : cnt <= cnt;
      			2'b01 : cnt <= (cnt==0) ? 0 : cnt-1; 
      			2'b10 : cnt <= (cnt==wL) ? wL : cnt+1; 
      			2'b11 : cnt <= cnt;
      			default: cnt <= cnt;
    		endcase 
  		end
	end
	always_comb begin 
		if (~rst) begin
			wrtPtr_next = 0;
			rdPtr_next = 0;	
		end
		else begin 
			wrtPtr_next = (push && ~full_next)? wrtPtr + 1 : wrtPtr;
	  		rdPtr_next = (pop && ~empty_next)? rdPtr + 1 : rdPtr;
		end		 	
	end
	always_ff @(posedge clk) begin
		if (~rst) begin
			almost_full <= 0;
			almost_empty <= 0;
			full <= 0;
			empty <= 1;
		end
		else begin 	
			full <= full_next;
			empty <= empty_next;
			almost_full <= almost_full_next;
			almost_empty <= almost_empty_next;
		end 
	end
endmodule
--- design/flow/run.sh ---
#!/bin/bash
# OpenROAD 26Q1-2900-gdf79404cd8, Yosys 0.63+post, stock flow scripts
make -C /OpenROAD-flow-scripts/flow DESIGN_CONFIG=/design/flow/config.mk WORK_HOME=/design/flow/orfs finish
==> results.txt <==
Numbers from the implementation run.

In this run the power spent charging and discharging nets is 837.5 µW. The clock root buffer is clkbuf_8. The number of cells on the worst hold path is listed as 2.

For the final database, setup skew stands at between 0.008 and 0.009 ns. The floorplan step defined a core boundary enclosing slightly below 7000 µm². The script logs the ratio of routed vias to standard cells as 5.247.

The number of maximum-capacitance violations recorded for the run is 0. The most critical hold endpoint after final layout shows a slack of ~0.54 ns. The area enclosed by the die boundary is around 7700 µm². The cell area after technology mapping is between 3000 and 4000 µm². The arrival time of the worst setup path is between 1.5 and 2 ns. The vertical extent of the die is approximately 88 µm. Per the final layout report, the fraction of cells sized above drive strength 1 comes to 0.2160. The signed area change from the synthesized netlist to the final layout is 19.73%. Once synthesis finished, the tally of register bits stood at around 80. The H-tree depth is 3. The part of the power in registers is 0.493. The number of hold buffers added after CTS was 0. The clock slew seen by the registers of the worst setup and hold paths is roughly 0.07 ns.

The count of buffers inserted at the top-level ports is 23. The total routed wirelength is around 7400 µm. Counting the warning lines in the Yosys log gives 1. For this design the static power due to leakage is about 0.0016 µW.

The portion of the clock cycle consumed by the worst path in the final layout is 0.9640. The run finished with clean final reports. The overall power consumption is approximately 3200 µW.

In this run the count of I/O pins placed on the die edge is 24. The max-slew check reports its worst relative slack as 0.6027. The final hold violation count recorded for this run is 0.

The peak fanout along the critical path is 8. The via count of the first global-routing pass was 2,293. The worst register-to-register path depth is 7.

The largest area contributor in the netlist is edfxtp_1. The wire length of the first global-routing pass is roughly 12,000 µm. The count of antenna-violating nets left after detailed routing is 0. The maximum number of pins on one net before global-route repair is 17. The floorplan has 30 rows. The worst-case vdd ir drop is about 0.46 mV. The via total after detailed routing is ~2,300. TritonCTS built the clock tree. For the pin with the worst max-slew slack, the measured transition is between 0.5 and 0.6 ns. STA classifies the critical path startpoint as a flop. In this run the tools logged warnings totalling 28. The worst-case clock buffer depth is 2. Per the post-synthesis report, the number of cells in the design is 289.

The placement summary gives the final routability congestion estimate as 0.8545. The global-route usage over all layers is 0.2272. The chip area line of the yosys report is about 3700 µm². The internal power is 2319 µW. The worst setup path is of the reg2out kind. The share of synthesized area in the top cell type comes to 0.5242. By area the synthesized netlist is led by edfxtp_1 (52%), mux4_2 (9.8%), dfxtp_1 (9.3%). The average wire length per cell after detail routing is about 17 µm. The routed design could run at a clock period as short as about 2.5 ns. In this run, CTS created clock tree buffers numbering 9. The switching part of the total is 0.2653.

The clock insertion delay at the later pin of the skew report is about 0.34 ns. The synthesized netlist contains 36 unique library cells. Before antenna repair, the detailed router went through 4 iterations. The number of antenna violations at the first check in global routing is 0. Of the total power, the clock network draws 0.249. The share of the core filled by cells before placement is 0.5279. The count of final max-slew check failures is 0. Power spread over the standard cell area amounts to approximately 720 nW/µm². Note that the worst hold path type here is reg2reg. The share of total power dissipated in combinational logic is 0.258. The required time at the worst endpoint is listed as 2.08 ns. Per the finish-stage timing summary, setup violations number 0.

The worst setup path is captured at a primary output. For this block, the initial DRC count from the detailed router was 132. The total cells reported by yosys after synthesis is slightly below 300. The number of antenna diodes is 0. The highest clock rate this design can be run at is between 300 and 400 MHz. The average cell area after synthesis is roughly 13 µm². The chip width is ~90 µm. The number of clock sinks is a little over 80. Once detailed placement completed, the half-perimeter wirelength came to about 5200 µm. The count of unresolved DRC violations after routing is 0. Per Yosys stat, the portion of area used by sequential elements is 0.6171.

The leftover overflow at the end of global routing is 0.
[Yosys cell counts]
| cell type | instances |
|---|---|
| nor2_1 | 74 |
| edfxtp_1 | 64 |
| nand2_1 | 24 |
| dfxtp_1 | 17 |
| mux4_2 | 16 |
| o21ai_0 | 12 |
| buf_2 | 10 |
| mux2_2 | 8 |
| ha_1 | 7 |
| inv_1 | 7 |
| a21oi_1 | 6 |
| clkbuf_1 | 6 |
| xor2_1 | 6 |
| nand3_1 | 4 |
| buf_1 | 2 |
| nand3b_2 | 2 |
| nor2b_1 | 2 |
| nor3_1 | 2 |
| nor4b_1 | 2 |
| or3_1 | 2 |
| a211oi_1 | 1 |
| a221oi_1 | 1 |
| a2bb2oi_1 | 1 |
| a311oi_1 | 1 |
| a31oi_1 | 1 |
| and3_1 | 1 |
| buf_4 | 1 |
| mux2i_1 | 1 |
| nand3_2 | 1 |
| nand3b_1 | 1 |
| o211a_1 | 1 |
| o22ai_1 | 1 |
| o41ai_1 | 1 |
| o41ai_4 | 1 |
| or3b_4 | 1 |
| xnor2_1 | 1 |
[flip-flops by register name, indices dropped and copies added (netlist names), named ones only]
signal and cells:
empty 1, almost_empty 1, wrtPtr 3, rdPtr 3, almost_full 1, mem 64
cnt 4, full 1
[power groups by stage]
stage / Sequential, µW / Combinational, µW / Clock [µW]
finish: 1560 / 813 / 786
global route: 1570 / 898 / 862
CTS: 1560 / 774 / 807
[timing repair]
action / CTS / global route
setup buffers: 3 / 3
gates cloned: 1 / 0
setup endpoints to repair: 8 / 3
gates resized: 17 / 2
[path summary, 6_finish.rpt]
kind,from,endpoint,slack [ns]
setup / recovery,flop,data_pop[6],0.09
setup reg to reg,cnt[0],mem[1][6],0.35
hold / removal,rdPtr[2],flop,0.54
hold reg to reg,rdPtr[2],flop,0.54
[routing by layer]
| metal | track usage | up-vias | part of all wire |
|---|---|---|---|
| met2 | 0.3089 | 85 | 0.43 |
| met5 | 0 | - | 0 |
| met4 | 0.01937 | 0 | 0.0043 |
| met3 | 0.1384 | 2 | 0.12 |
| li1 | - | 1126 | - |
| met1 | 0.3593 | 1064 | 0.44 |
[cells by family (layout without fill, tap and decap cells)]
family | count (synthesis) | count (layout) | share of synthesized area
AND/OR/NAND/NOR | 116 | 116 | 0.1358
buffers and inverters | 26 | 75 | 0.03106
multiplexers | 25 | 25 | 0.1256
AND-OR/OR-AND | 27 | 27 | 0.04984
XOR/XNOR | 7 | 7 | 0.01672
flip-flops | 81 | 81 | 0.6171
adder cells (fa/ha/maj) | 7 | 7 | 0.02389
[worst max-delay path, cell delays in order (launching register included)]
cell           delay [ns]
dfxtp_4              0.38
buf_12               0.13
buf_4                0.11
mux4_2               0.51
mux2_4               0.28
dlygate4sd2_1        0.23
[through the flow]
stage          setup TNS, ns  instances  worst slack, ns    util  area, µm²
2_1_floorplan              0        289           0.2644       -       3666
3_3_place_gp               0        411           0.2169  0.5914       4106
3_5_place_dp               0        411           0.1411  0.5914       4106
4_1_cts                    0        431        0.0005427  0.6261       4348
5_1_grt            -0.006147        434        -0.006147  0.6321       4389
6_report                   0        434          0.09349  0.6321       4389
[layout make-up]
cell class | instances | area, µm²
Inverter | 7 | 26.28
Clock inverter | 7 | 46.29
Tap cell | 96 | 120.1
Timing Repair Buffer | 52 | 486.7
Multi-Input combinational cell | 182 | 1320
Fill cell | 557 | 2555
Sequential cell | 81 | 2266
Clock buffer | 9 | 123.9
[cells in the final DEF, fill, tap and decap left out, types with 2 or more instances in the layout]
master and count:
a21oi_1 6, buf_12 2, buf_4 26, clkbuf_8 9
clkdlybuf4s50_1 15, clkinv_1 2, clkinv_4 2, dfxtp_1 16
dlygate4sd2_1 7, edfxtp_1 64, ha_1 7, inv_1 7
mux2_4 8, mux4_2 16, nand2_1 24, nand3_1 4
nand3b_2 2, nor2_1 74, nor2b_1 2, nor3_1 2
nor4b_1 2, o21ai_0 12, or3_1 2, xor2_1 6
Power is estimated from default activity; no workload was simulated.
