==> flow/design.v <==
module PE (
	input logic [3:0] A,  
	output logic [1:0] Y  
); 
always_comb
	priority case(1'b1)
		A[0]: Y = 2'd0;   
		A[1]: Y = 2'd1;   
		A[2]: Y = 2'd2;   
		A[3]: Y = 2'd3;   
		default: Y = 2'd0;  
	endcase
endmodule
module arbiter #(WL = 16, ADDR = 4) (
input logic [1:0] X,  
input logic [1:0] Y,  
input logic [1:0] dest_N_x, dest_N_y, dest_S_x, dest_S_y, dest_E_x, dest_E_y, dest_W_x, dest_W_y, dest_L_x, dest_L_y,
input logic empty_N, empty_E, empty_S, empty_W, empty_L,
output logic [3:0] flag_N, flag_E, flag_S, flag_W, flag_L,
output logic [1:0] sel_N, sel_E, sel_S, sel_W, sel_L
);
logic flag_E_N, flag_S_N, flag_W_N, flag_L_N, flag_N_E, flag_S_E, flag_W_E, flag_L_E;
logic flag_E_S, flag_N_S, flag_W_S, flag_L_S, flag_N_W, flag_S_W, flag_E_W, flag_L_W, flag_N_L, flag_S_L, flag_E_L, flag_W_L;
PE PE_N (.A(flag_N), .Y(sel_N)); 
PE PE_E (.A(flag_E), .Y(sel_E));
PE PE_S (.A(flag_S), .Y(sel_S)); 
PE PE_W (.A(flag_W), .Y(sel_W));
PE PE_L (.A(flag_L), .Y(sel_L));
  assign  flag_N = {flag_L_N, flag_W_N, flag_S_N, flag_E_N};
  assign  flag_E = {flag_L_E, flag_W_E, flag_S_E, flag_N_E};
  assign  flag_S = {flag_L_S, flag_W_S, flag_E_S, flag_N_S};
  assign  flag_W = {flag_L_W, flag_S_W, flag_E_W, flag_N_W};
  assign  flag_L = {flag_W_L, flag_S_L, flag_E_L, flag_N_L};
	always_comb begin
		if ( (dest_E_y != Y) && (dest_E_x == X ) && (dest_E_y < Y ) && ~empty_E && ~(Y == 2'd3 && dest_E_y == 2'd0 &&  ~empty_E) || (Y == 2'd0 && dest_E_y == 2'd03 &&  ~empty_E ) ) flag_E_N = 1;	 else  flag_E_N = 0;
		if ( (dest_S_y != Y) && (dest_S_x == X ) && (dest_S_y < Y ) && ~empty_S && ~(Y == 2'd3 && dest_S_y == 2'd0 &&  ~empty_S) || (Y == 2'd0 && dest_S_y == 2'd03 &&  ~empty_S ) ) flag_S_N = 1;   else  flag_S_N = 0;
		if ( (dest_W_y != Y) && (dest_W_x == X ) && (dest_W_y < Y ) && ~empty_W && ~(Y == 2'd3 && dest_W_y == 2'd0 &&  ~empty_W) || (Y == 2'd0 && dest_W_y == 2'd03 &&  ~empty_W ) ) flag_W_N = 1;   else  flag_W_N = 0;
		if ( (dest_L_y != Y) && (dest_L_x == X ) && (dest_L_y < Y ) && ~empty_L && ~(Y == 2'd3 && dest_L_y == 2'd0 &&  ~empty_L) || (Y == 2'd0 && dest_L_y == 2'd03 &&  ~empty_L ) ) flag_L_N = 1;   else  flag_L_N = 0;
	end
	always_comb begin
		if ( (((dest_N_y != Y) && (dest_N_x != X)) || ((dest_N_y == Y) && (dest_N_x != X)) ) && (dest_N_x > X) && ~empty_N && ~(X == 2'd0 && dest_N_x == 2'd03 &&  ~empty_N ) || (X == 2'd3 && dest_N_x == 2'd0 &&  ~empty_N)) flag_N_E = 1;	else flag_N_E = 0;																				
		if ( (((dest_S_y != Y) && (dest_S_x != X)) || ((dest_S_y == Y) && (dest_S_x != X)) ) && (dest_S_x > X) && ~empty_S && ~(X == 2'd0 && dest_S_x == 2'd03 &&  ~empty_S ) || (X == 2'd3 && dest_S_x == 2'd0 &&  ~empty_S)) flag_S_E = 1;	else flag_S_E = 0;
		if ( (((dest_W_y == Y) && (dest_W_x != X)) || ((dest_W_y != Y) && (dest_W_x != X)) ) && (dest_W_x > X) && ~empty_W && ~(X == 2'd0 && dest_W_x == 2'd03 &&  ~empty_W ) || (X == 2'd3 && dest_W_x == 2'd0 &&  ~empty_W)) flag_W_E = 1;	else flag_W_E = 0;	 																		
		if ( (((dest_L_y == Y) && (dest_L_x != X)) || ((dest_L_y != Y) && (dest_L_x != X)) ) && (dest_L_x > X) && ~empty_L && ~(X == 2'd0 && dest_N_x == 2'd03 &&  ~empty_N ) || (X == 2'd3 && dest_L_x == 2'd0 &&  ~empty_L)) flag_L_E = 1;	else flag_L_E = 0;
end
	always_comb begin
		if ( (dest_N_y != Y) && (dest_N_x == X ) && (dest_N_y > Y) && ~empty_N && ~(Y == 2'd0 && dest_N_y == 2'd03 &&  ~empty_N ) || (Y == 2'd3 && dest_N_y == 2'd0 &&  ~empty_N)) flag_N_S = 1;	else flag_N_S = 0;
		if ( (dest_E_y != Y) && (dest_E_x == X ) && (dest_E_y > Y) && ~empty_E && ~(Y == 2'd0 && dest_E_y == 2'd03 &&  ~empty_E ) || (Y == 2'd3 && dest_E_y == 2'd0 &&  ~empty_E)) flag_E_S = 1;	else flag_E_S = 0;
		if ( (dest_W_y != Y) && (dest_W_x == X ) && (dest_W_y > Y) && ~empty_W && ~(Y == 2'd0 && dest_W_y == 2'd03 &&  ~empty_W ) || (Y == 2'd3 && dest_W_y == 2'd0 &&  ~empty_W)) flag_W_S = 1;	else flag_W_S = 0;
		if ( (dest_L_y != Y) && (dest_L_x == X ) && (dest_L_y > Y) && ~empty_L && ~(Y == 2'd0 && dest_L_y == 2'd03 &&  ~empty_L ) || (Y == 2'd3 && dest_L_y == 2'd0 &&  ~empty_L)) flag_L_S = 1;	else flag_L_S = 0;
	end
	always_comb begin
		if ( (((dest_N_y == Y && dest_N_x != X)) || ((dest_N_y != Y && dest_N_x != X)) ) && (dest_N_x < X) && ~empty_N && ~(X == 2'd3 && dest_N_x == 2'd0 &&  ~empty_N) || (X == 2'd0 && dest_N_x == 2'd03 &&  ~empty_N )) flag_N_W = 1;	else flag_N_W = 0;
		if ( (((dest_E_y == Y && dest_E_x != X)) || ((dest_E_y != Y && dest_E_x != X)) ) && (dest_E_x < X) && ~empty_E && ~(X == 2'd3 && dest_E_x == 2'd0 &&  ~empty_E) || (X == 2'd0 && dest_E_x == 2'd03 &&  ~empty_E )) flag_E_W = 1;	else flag_E_W = 0;
		if ( (((dest_S_y == Y && dest_S_x != X)) || ((dest_S_y != Y && dest_S_x != X)) ) && (dest_S_x < X) && ~empty_S && ~(X == 2'd3 && dest_S_x == 2'd0 &&  ~empty_S) || (X == 2'd0 && dest_S_x == 2'd03 &&  ~empty_S )) flag_S_W = 1;	else flag_S_W = 0;
		if ( (((dest_L_y == Y && dest_L_x != X)) || ((dest_L_y != Y && dest_L_x != X)) ) && (dest_L_x < X) && ~empty_L && ~(X == 2'd3 && dest_L_x == 2'd0 &&  ~empty_L) || (X == 2'd0 && dest_L_x == 2'd03 &&  ~empty_L )) flag_L_W = 1;	else flag_L_W = 0;
	end
	always_comb begin
		if (dest_N_y == Y && dest_N_x == X && ~empty_N) flag_N_L = 1;	else flag_N_L = 0;
		if (dest_E_y == Y && dest_E_x == X && ~empty_E) flag_E_L = 1;	else flag_E_L = 0;
		if (dest_S_y == Y && dest_S_x == X && ~empty_S) flag_S_L = 1;	else flag_S_L = 0;
		if (dest_W_y == Y && dest_W_x == X && ~empty_W) flag_W_L = 1;	else flag_W_L = 0;
	end
endmodule
==> flow/run.sh <==
#!/bin/bash
# OpenROAD 26Q1-2900-gdf79404cd8, Yosys 0.63+post, stock flow scripts
make -C /OpenROAD-flow-scripts/flow DESIGN_CONFIG=/design/flow/config.mk WORK_HOME=/design/flow/orfs finish
==> flow/config.mk <==
export PLATFORM = sky130hd
export DESIGN_NAME = arbiter
export DESIGN_NICKNAME = arbiter
export VERILOG_FILES = /design/flow/design.v
export SDC_FILE = /design/flow/constraint.sdc
export NUM_CORES = 4
export LEC_CHECK = 1
export CORE_AREA = 10 10 81 81
export DIE_AREA = 0 0 91 91
==> flow/constraint.sdc <==
current_design arbiter

set clk_period 4.1
set clk_io_pct 0.2

create_clock -name clk0 -period $clk_period

set non_clock_inputs [all_inputs -no_clocks]
set_input_delay [expr $clk_period * $clk_io_pct] -clock clk0 $non_clock_inputs
set_output_delay [expr $clk_period * $clk_io_pct] -clock clk0 [all_outputs]
==> results.json <==
{
  "drtIter0Drc": 60,
  "avgSynthCellArea_sq_um": 6.58,
  "path_delay_family": "buffers and inverters",
  "slowest_stage": "clkdlybuf4s50_1",
  "synthTopCellsByCount": "buf_4, ha_1, inv_1",
  "ant_nets": 0,
  "relSlewSlack": 0.716,
  "viasPerCell": 4.48,
  "whs_endpoint": "flag_W[0]",
  "hpwlAfterDp_um": 3420,
  "wirelength_um": 3860,
  "initial_core_util": 0.240,
  "grt_pass1_wl_um": 6510,
  "flops": 0,
  "ys_seq_frac": 0,
  "gp_congestion": 0.811,
  "path_buffers": 3,
  "startpoint_type": "input pin",
  "crit_path_max_fanout": 3,
  "required_ps": 3280,
  "rows": 25,
  "dp_worst_setup_slack_ps": -2.85,
  "n_antenna_cell": 0,
  "power_density_nw_per_um2": 114,
  "drt-wirelength-per-cell_um": 13.0,
  "period_minus_slack_ps": 3960,
  "yosysTopAreaCell": "ha_1",
  "syn_area_sq_um": 1160,
  "min_path_cells": 5,
  "worstSetupPathType": "input pin to output pin",
  "coreArea_sq_um": 4820,
  "die_w_um": 91,
  "dieArea_sq_um": 8280,
  "antenna_found_initial": 0,
  "worstPathCellList": "clkdlybuf4s50_1 -> inv_1 -> ha_1 -> nand2b_1 -> a211o_1 -> o21a_1 -> a21oi_2 -> o221a_1 -> clkdlybuf4s50_1",
  "clock_buffers": 0,
  "fin_ws_ps": 138,
  "end_kind": "output pin",
  "crit_top_cell": "clkdlybuf4s50_1",
  "fin_hold_ws_ps": 2530,
  "ys_top_cells_by_area": "ha_1, buf_4, a21oi_1",
  "vias": 1330,
  "drcViolationCount": 0,
  "yosysWarnings": 2,
  "grt_pass1_vias": 1322,
  "setup_viol": 0,
  "slowest_delay_ps": 480,
  "drv_slew": 0,
  "syn_to_final_growth_pct": 58.7,
  "period_used_share": 0.966,
  "maxCapViolations": 0,
  "io_buffers": 59,
  "drive_gt1_frac": 0.130,
  "hp-start": "X[1]",
  "ir_worst_vdd_uv": 31.3,
  "status": "complete, no violations",
  "grtUsageTotal": 0.0916,
  "ios": 59,
  "tightest_slew_ps": 421,
  "die_h_um": 91,
  "final.setup.tns_ps": 0,
  "cts_setup_buffers": 0,
  "ys_cells": 176,
  "grt.overflow.total": 0,
  "cp.arrival_ps": 3140,
  "hp-class": "input pin to output pin",
  "top_area_frac": 0.216,
  "flop_area_sq_um": 0,
  "power_leakage_nw": 0.785,
  "hold_viol": 0,
  "grt_max_degree": 8,
  "fmax_mhz": 252,
  "warnings": 32,
  "synthDistinctLibCells": 38,
  "drt-pass1-iter-count": 4,
  "ys_area_sq_um": 1160,
  "netlist_instances": 176
}
worst min-delay path, stage by stage:
cell and delay, ps:
dlymetal6s2s_1 140, inv_4 80, a21oi_1 180, nor2_1 80, clkdlybuf4s50_1 410
layout make-up:
cell class	count	area (sq um)
Fill cell	522	2980
Tap cell	67	83.8
Multi-Input combinational cell	135	963
Inverter	21	81.3
Timing Repair Buffer	74	708
power breakdown:
| part | internal (mW) | total (mW) | leakage [nW] | switching, mW |
|---|---|---|---|---|
| clock | 0 | 0 | 0 | 0 |
| combinational | 0.126 | 0.209 | 0.785 | 0.0836 |
| sequential | 0 | 0 | 0 | 0 |
layout by cell type (no fill, tap or decap), types with 3 or more instances in the layout:
cell type / instances
nand2b_1: 8
nor2_1: 14
nor3_1: 7
inv_1: 18
o21ai_0: 10
nor4_1: 3
a21oi_1: 16
ha_1: 19
nand2_1: 12
clkdlybuf4s50_1: 57
nor2b_1: 5
buf_4: 15
layer usage:
layer  share of wire  vias to the layer above  track usage
met3           0.057                        0       0.0166
met4               0                        0            0
met2            0.48                       32        0.156
met5               0                        -            0
met1            0.47                      575        0.125
li1                -                      723            -
metrics by stage:
| step | power, mW | instances | area (sq um) | util |
|---|---|---|---|---|
| CTS | 0.208 | 297 | 1800 | 0.373 |
| global route | 0.237 | 297 | 1840 | 0.381 |
| floorplan | 0.104 | 176 | 1160 | - |
| finish | 0.209 | 297 | 1840 | 0.381 |
| global placement | 0.205 | 297 | 1790 | 0.372 |
| detailed placement | 0.206 | 297 | 1790 | 0.372 |
worst max-delay path by stage:
| stage | startpoint | end | cells after the start |
|---|---|---|---|
| after global routing | dest_L_x[0] | sel_S[1] | 10 |
| after CTS | X[1] | sel_E[1] | 11 |
| final | dest_S_x[0] | sel_W[1] | 9 |
cell families after synthesis:
family                   synth area share
AND-OR/OR-AND                       0.274
AND/OR/NAND/NOR                     0.312
adder cells (fa/ha/maj)             0.216
buffers and inverters               0.198
repair_timing:
| action | 4_1_cts | 5_1_grt |
|---|---|---|
| gates resized | 1 | 10 |
| hold endpoints to repair | 0 | 0 |
| hold buffers | 0 | 0 |
| pin swaps | 0 | 1 |
| endpoints found under the setup margin | 1 | 10 |
Power is estimated from default activity; no workload was simulated.
